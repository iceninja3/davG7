==> design/flow/design.v <==
module clock_divider #(parameter BASE_SPEED = 50000000) (input logic clk, input logic[19:0] speed, input logic reset, output logic outClk);
		localparam counterBits = $clog2(BASE_SPEED);
		logic[(counterBits-1):0] counter;
		logic newClk, rstTrigger, counterRst;
		logic[3:0] shiftReg;
		always @(posedge clk)
		begin
			if (shiftReg == 4'b1111) 
			begin 
				rstTrigger <= 1;
				counter <= 0;
			end
			else if (counterRst)
			begin
				rstTrigger <= 0;
				counter <= 0;
			end
			else 
			begin 
				rstTrigger <= 0;
				counter <= counter + 1; 
			end
			shiftReg <= {shiftReg[2:0], reset};
		end
		always_comb
		begin
			if (rstTrigger) 
			begin 
				newClk = 1'b0; 
				counterRst = 1'b0;
			end
			else if (speed == 0) 
			begin 
				newClk = 1'b0; 
				counterRst = 1'b0;
			end
			else if (counter <= ((BASE_SPEED / speed) / 2))
			begin
				newClk = 1'b0;
				counterRst = 1'b0;
			end
			else if (counter <= (BASE_SPEED / speed)) 
			begin 
				newClk = 1'b1; 
				counterRst = 1'b0;
			end
			else 
			begin 
				newClk = 1'b0;
				counterRst = 1'b1;
			end
		end
		assign outClk = newClk;
endmodule
==> design/flow/run.sh <==
#!/bin/bash
# OpenROAD 26Q1-2900-gdf79404cd8, Yosys 0.63+post, stock flow scripts
make -C /OpenROAD-flow-scripts/flow DESIGN_CONFIG=/design/flow/config.mk WORK_HOME=/design/flow/orfs finish
==> design/flow/config.mk <==
export PLATFORM = sky130hd
export DESIGN_NAME = clock_divider
export DESIGN_NICKNAME = clock_divider
export VERILOG_FILES = /design/flow/design.v
export SDC_FILE = /design/flow/constraint.sdc
export NUM_CORES = 4
export LEC_CHECK = 1
export CORE_UTILIZATION = 40
==> design/flow/constraint.sdc <==
current_design clock_divider

set clk_period 152.3
set clk_io_pct 0.2

create_clock -name clk0 -period $clk_period [get_ports {clk}]

set non_clock_inputs [all_inputs -no_clocks]
set_input_delay [expr $clk_period * $clk_io_pct] -clock clk0 $non_clock_inputs
set_output_delay [expr $clk_period * $clk_io_pct] -clock clk0 [all_outputs]
==> Slide: Implementation Results <==
Flow Results at a Glance

Drt
  • Detail Route Antenna Nets: 0
  • DR vias: 31000
  • Drt wl/cell: 18.8 µm
  • WL final: 96600 µm
  • Initial DRC Count: 2377
  • Antenna diode count: 0
  • Drt drc: 0
  • Vias per inst: 6.03
  • Drt first pass iters: 5

Global routing
  • Pin count of the biggest net entering global routing: 48
  • Total track usage: 0.258
  • First-pass GRT wire length: 152000 µm
  • GRT overflow: 0
  • Vias in the first global route: 28000
  • Antenna violations before repair: 1

Synthesis
  • Post-synth regs: 31
  • Yosys Instances: 4183
  • Yosys stat chip area: 0.0288 mm²
  • Area leader share: 0.204
  • Synth Cell Area: 0.0288 mm²
  • Count of library flops with an enable pin: 0
  • Most frequent cell after synthesis: ha_1
  • Ys async rst share: 0
  • Top cell type by total area after synthesis: ha_1
  • Post-synth area hogs: ha_1 20%, nor2_1 5.7%, a21oi_1 5.7%
  • Synth warnings: 1
  • Top cells by count, synth: 470 x ha_1, 439 x nor2_1, 435 x nand2_1, 327 x a21oi_1, 286 x o21ai_0
  • Post-synthesis cell type count: 118
  • Seq share, synth: 0.0216
  • Dominant register cell: dfxtp_1
  • Synth Instances: 4183
  • Syn_area_per_cell: 6.88 µm²

Floorplan
  • Io pins: 23
  • Starting density of the core: 0.407
  • Die area: 0.0730 mm²
  • Die width: 270 µm
  • Die H: 270 µm
  • Rows: 97
  • Core ar.: 0.0706 mm²

Job
  • Max-cap viol count: 0
  • OpenROAD warning count: 25

Critical path
  • Crit path top cell by count: o21a_1
  • Max incr delay on CP: 670 ps
  • Required @ worst endpoint: 121840 ps
  • CP Launch Point: speed[19]
  • Critical path peak fanout: 47
  • Setup CP Type: in2out
  • Worst r2r src: counter[1]
  • Delay-heaviest family, CP: AND-OR/OR-AND gates
  • Critical path buffer and inverter count: 28
  • Crit path launch type: input port
  • Critical path's slowest cell: or4b_1
  • CP Capture Type: primary output
  • CP arrival: 115290 ps

STA
  • Fin crit share: 0.957
  • Min cycle time layout: 145750 ps
  • Max-slew violation count: 0
  • Setup Skew: 8.51 ps
  • Final setup vio count: 0
  • Relative slew slack: 0.433
  • Worst Max-Slew Pin Slew: 849 ps
  • Final hold vios: 0
  • Achievable Freq: 0.00686 GHz
  • Setup ws final: 6550 ps

Placement
  • Placed instance count: 5104
  • Final GP Congestion: 1.01
  • Dpl ws: 1140 ps
  • IO buf count: 22
  • Hpwl dp: 77000 µm

Finish
  • Fin util: 0.437
  • Layout cells sized above 1: 0.0835
  • P&R area growth vs syn: 7.27%
  • Final cell count without fillers: 5132

CTS
  • Clock sink count: 31
  • H-Tree Depth: 2
  • Root buf cell: clkbuf_16
  • CTS tree: built
  • Hold-fix buffers, CTS: 0
  • Max Buffers Root-to-Sink: 2
  • Clock latency on the worst-skew pair: 280 ps
  • Clk pin slew, worst setup/hold paths: 60 ps
  • TritonCTS buffer count: 5

Hold path
  • Hold Crit Class: reg2reg
  • Hold Path Origin: shiftReg[2]

Outcome
  • Outcome: finished, final reports clean
## what timing repair did
action	in CTS	in global routing
endpoints found under the hold margin	0	0
gates resized	0	83
buffers inserted	0	21
setup endpoints to repair	0	1
## kinds of logic (layout without fill, tap and decap cells)
kind of cell,Yosys count,after routing,synth area share
compound gates,1416,1416,0.330
buf+inv,257,266,0.0363
mux,135,135,0.0518
simple gates,1576,1576,0.265
xor+xnor,297,297,0.0906
flops,31,31,0.0216
fa+ha+maj,470,470,0.204
other cells,1,1,0.000130
## sequential cells by signal (all words and copies together) (netlist names)
signal,cells
counter,26
rstTrigger,1
shiftReg,4
## path summary, 6_finish.rpt
path | endpoint | slack [ps] | cells after the start
worst max-delay path | outClk | 6550 | 398
worst min-delay path | shiftReg[3] | 340 | 0
worst max register to register | counter[7] | 148310 | 23
worst min register to register | shiftReg[3] | 340 | 0
## layout by cell type, fill, tap and decap left out, drive strengths merged, types with 21 or more instances in the layout
| master | synthesis | routed |
|---|---|---|
| xnor2 | 185 | 185 |
| o21ai | 303 | 303 |
| a21o | 133 | 133 |
| nand2 | 435 | 435 |
| nor2 | 440 | 440 |
| ha | 470 | 470 |
| clkdlybuf4s50 | 0 | 21 |
| inv | 152 | 148 |
| a21boi | 31 | 31 |
| nand4 | 56 | 56 |
| a31oi | 42 | 42 |
| mux2 | 106 | 106 |
| o211ai | 46 | 46 |
| nand3 | 99 | 99 |
| or3 | 34 | 34 |
| and3 | 45 | 45 |
| or2 | 27 | 27 |
| a211oi | 51 | 51 |
| mux2i | 29 | 29 |
| nand2b | 117 | 117 |
| nor3 | 127 | 127 |
| o31ai | 87 | 87 |
| a21oi | 332 | 332 |
| and2 | 48 | 48 |
| o21a | 138 | 138 |
| o21bai | 31 | 31 |
| xor2 | 112 | 112 |
| buf | 50 | 83 |
| nor4 | 27 | 27 |
| nor2b | 61 | 61 |
| dfxtp | 31 | 31 |
## per-stage QoR
step                hold WS [ps]  TNS (ps)  area, µm²
detailed placement           334         0      30200
global placement             326         0      30200
finish                       344         0      30900
CTS                          347         0      30300
floorplan                    324         0      28800
global route                 352     -95.0      30900
## cell type report
type	count	area (µm²)
fillers	7249	39800
multi-input cells	3895	27400
well taps	940	1180
repair buffers	104	850
inverters	155	646
flip-flops and latches	31	621
clock buffers	6	139
clock inverters	1	5.00
## per-layer routing
| metal | global-route usage | wire (µm) |
|---|---|---|
| met1 | 0.363 | 45400 |
| met2 | 0.433 | 43900 |
| met3 | 0.0143 | 4320 |
| met4 | 0.0608 | 2880 |
| met5 | 0 | 0 |
