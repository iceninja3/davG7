===== design/flow/config.mk =====
export PLATFORM = sky130hd
export DESIGN_NAME = double_buffer
export DESIGN_NICKNAME = double_buffer
export VERILOG_FILES = /design/flow/design.v
export SDC_FILE = /design/flow/constraint.sdc
export NUM_CORES = 4
export LEC_CHECK = 1
export CORE_UTILIZATION = 50
export SYNTH_MEMORY_MAX_BITS = 65536

===== design/flow/constraint.sdc =====
current_design double_buffer

set clk_period 419.6
set clk_io_pct 0.2

create_clock -name clk0 -period $clk_period [get_ports {clk}]

set non_clock_inputs [all_inputs -no_clocks]
set_input_delay [expr $clk_period * $clk_io_pct] -clock clk0 $non_clock_inputs
set_output_delay [expr $clk_period * $clk_io_pct] -clock clk0 [all_outputs]

===== design/flow/design.v =====
module double_buffer
    (
        input logic clk,
        input logic rst,
        input logic[9:0] hc,
        input logic[9:0] vc, 
        input logic[9:0] writeAddress,
        input logic[11:0] colorIn,
        output logic[11:0] colorOut
    );
    localparam HPIXELS = 640;
    localparam VPIXELS = 480;
    localparam BLOCKING_FACTOR = 20;
    localparam hMaxPixel = (HPIXELS / BLOCKING_FACTOR) - 1;
    localparam vMaxPixel = (VPIXELS / BLOCKING_FACTOR) - 1;
    reg[11:0] RAM [1:0][hMaxPixel:0][vMaxPixel:0];
    reg readRam;
    always @(posedge clk)
    begin
        if (rst) begin readRam <= 0; end
        else if ((hc == 0) & (vc == 0)) begin readRam <= (~readRam); end
        else begin readRam <= readRam; end
		  RAM[~readRam][hc / BLOCKING_FACTOR][vc / BLOCKING_FACTOR] <= colorIn;
		  colorOut <= RAM[readRam][hc / BLOCKING_FACTOR][vc / BLOCKING_FACTOR];
    end
endmodule

===== design/flow/run.sh =====
#!/bin/bash
# OpenROAD 26Q1-2900-gdf79404cd8, Yosys 0.63+post, stock flow scripts
make -C /OpenROAD-flow-scripts/flow DESIGN_CONFIG=/design/flow/config.mk WORK_HOME=/design/flow/orfs finish

==> metrics.txt <==
# HELP chip_impl_metric Synthesis and place-and-route metrics
# TYPE chip_impl_metric gauge
chip_impl_info{name="outcome",value="finished clean"} 1
chip_impl_metric{name="cts_made_buffers",unit=""} 1901
chip_impl_metric{name="period_minus_slack",unit="ps"} 97690
chip_impl_metric{name="worst_r2r_path_depth",unit=""} 13
chip_impl_metric{name="met1Wirelength",unit="um"} 637000
chip_impl_info{name="setup.worst_path.class",value="input pin to flop"} 1
chip_impl_metric{name="fp_util",unit="%"} 50.1
chip_impl_metric{name="logic_area",unit="sq mm"} 0.143
chip_impl_metric{name="drt_drc_violations_left",unit=""} 0
chip_impl_info{name="critical-path-slowest-cell",value="nand3_1"} 1
chip_impl_metric{name="number_of_i_o_port_buffers",unit=""} 45
chip_impl_metric{name="die_w",unit="um"} 1190
chip_impl_metric{name="area_share_of_the_leading_cell_type_in_the_synthesized_netlist",unit="%"} 78.1
chip_impl_metric{name="synth_sequential_area_ratio",unit="%"} 78.1
chip_impl_metric{name="synth-warning-count",unit=""} 1
chip_impl_metric{name="worst-r2r-setup-slack",unit="ps"} 413680
chip_impl_metric{name="final.setup.tns",unit="ps"} 0
chip_impl_metric{name="chip_area",unit="sq mm"} 1.42
chip_impl_metric{name="first_global_vias",unit=""} 400000
chip_impl_metric{name="yosys_register_bits",unit=""} 18400
chip_impl_metric{name="initial_antenna_violation_count",unit=""} 279
chip_impl_metric{name="met3_wirelength",unit="um"} 532000
chip_impl_metric{name="number_of_drc_markers_in_iteration_0",unit=""} 27900
chip_impl_metric{name="areaGrowthSynthToFinish",unit="%"} 13.7
chip_impl_info{name="worst_hold_path_type",value="flop to flop"} 1
chip_impl_metric{name="placedCellCount",unit=""} 55100
chip_impl_metric{name="timing.max_slew.rel_slack",unit="%"} 9.27
chip_impl_info{name="top_cells_by_area",value="edfxtp_1, mux4_2, mux2i_1"} 1
chip_impl_metric{name="boundaryPins",unit=""} 56
chip_impl_metric{name="max-cap-violations",unit=""} 0
chip_impl_metric{name="pre_cts_slack",unit="ps"} 321160
chip_impl_metric{name="maximum_number_of_pins_on_one_net_before_global_route_repair",unit=""} 124
chip_impl_metric{name="grt_overflow",unit=""} 0
chip_impl_info{name="hold_path_end",value="readRam"} 1
chip_impl_metric{name="wl_met2",unit="um"} 1030000
chip_impl_metric{name="antenna_violating_nets_post_route",unit=""} 0
chip_impl_info{name="dominant_register_cell",value="edfxtp_1"} 1
chip_impl_info{name="synthDominantAreaCellType",value="edfxtp_1"} 1
chip_impl_info{name="rsz_0062_raised_after_global_routing",value="no"} 1
chip_impl_metric{name="drt_first_pass_iters",unit=""} 9
chip_impl_metric{name="p_leak",unit="nW"} 257
chip_impl_metric{name="post-cts-setup-buffers",unit=""} 0
chip_impl_metric{name="report.final.slew_viol_count",unit=""} 0
chip_impl_metric{name="yosys-stat-cells",unit=""} 35200
chip_impl_metric{name="finalPower",unit="mW"} 4.92
chip_impl_metric{name="number_of_warnings_the_tools_reported",unit=""} 75
chip_impl_metric{name="synth.distinct_cells",unit=""} 108
chip_impl_info{name="critPathMostFrequentCell",value="buf_4"} 1
chip_impl_metric{name="fp.dieH",unit="um"} 1190
chip_impl_info{name="reg2reg_to",value="RAM[1442][3]"} 1
chip_impl_metric{name="final.setup.worst_slack",unit="ps"} 321910
chip_impl_metric{name="synthesis.area_per_instance",unit="sq um"} 20.1
chip_impl_metric{name="seqCellArea",unit="sq mm"} 0.554
chip_impl_metric{name="drt-wirelength-per-cell",unit="um"} 39.8
chip_impl_metric{name="wirelength",unit="um"} 2350000
chip_impl_metric{name="ys_area",unit="sq mm"} 0.709
chip_impl_metric{name="mappedNetlistArea",unit="sq mm"} 0.709
chip_impl_metric{name="peak_supply_drop",unit="mV"} 0.00737
chip_impl_info{name="highest_layer",value="met5"} 1
chip_impl_metric{name="hold_viol",unit=""} 0
chip_impl_metric{name="maxClockFrequency",unit="GHz"} 0.0102
chip_impl_info{name="critical_path.reg2reg.startpoint",value="readRam"} 1
chip_impl_metric{name="num_vias",unit=""} 375000
chip_impl_metric{name="hold_ws",unit="ps"} 811
chip_impl_metric{name="clk_path_buf_depth",unit=""} 6
chip_impl_metric{name="grt_pass1_wl",unit="um"} 3200000
chip_impl_info{name="clock_tree_from_tritoncts",value="yes"} 1
chip_impl_metric{name="clock-skew-final",unit="ps"} 132
chip_impl_metric{name="power_density",unit="mW/mm^2"} 6.11
chip_impl_metric{name="max_slew.worst_pin.slew",unit="ps"} 1360
chip_impl_info{name="critPathCaptureType",value="flop"} 1
chip_impl_metric{name="cts.repair.resized",unit=""} 0
chip_impl_metric{name="gpl.final_weighted_congestion",unit=""} 0.980
chip_impl_metric{name="fillCellCount",unit=""} 102000
chip_impl_metric{name="async_reset_ff_share",unit="%"} 0
chip_impl_metric{name="crit_fanout",unit=""} 65
chip_impl_metric{name="placeableCoreArea",unit="sq mm"} 1.42
chip_impl_metric{name="finish.cell_count_without_fillers",unit=""} 59100
chip_impl_metric{name="tritoncts_num_sinks",unit=""} 18400
chip_impl_metric{name="slowest_delay",unit="ps"} 860
chip_impl_metric{name="finalSetupViolCount",unit=""} 0
chip_impl_metric{name="holdPathStages",unit=""} 3
chip_impl_metric{name="drive_gt1_share",unit="%"} 22.2
chip_impl_metric{name="worstSkewPairLatency",unit="ps"} 1420
chip_impl_metric{name="place_hpwl",unit="um"} 1510000
chip_impl_metric{name="gate_count_after_technology_mapping",unit=""} 35200
chip_impl_metric{name="count_of_flip_flops_with_a_built_in_enable_after_synthesis",unit=""} 18400
chip_impl_metric{name="track_usage",unit="%"} 37.5
chip_impl_metric{name="cp_data_arrival_time",unit="ps"} 98730
chip_impl_metric{name="cts.reportedPaths.clkPinSlew",unit="ps"} 60
chip_impl_metric{name="holdBufCountCts",unit=""} 0
chip_impl_metric{name="worst_ep_required_time",unit="ps"} 420630
chip_impl_metric{name="num_rows",unit=""} 437
chip_impl_metric{name="cts_htree_levels",unit=""} 7
chip_impl_info{name="hp-start",value="readRam"} 1
chip_impl_info{name="setup.worst_path.start_class",value="input pin"} 1
chip_impl_metric{name="finalClockPeriodUsage",unit="%"} 23.3
chip_impl_info{name="clock_tree.root_cell",value="clkbuf_16"} 1
chip_impl_metric{name="via_per_inst",unit=""} 6.35
## metal layers
layer,track usage [%],up-vias
li1,-,152000
met1,40.6,187000
met2,48.4,29900
met3,36.1,5264
met4,18.2,387
met5,9.11,-
## Yosys cell counts, types with 23 or more instances
library cell,number
a22oi_1,920
inv_1,28
a22o_1,139
buf_12,47
mux4_2,2833
mux2i_1,2960
ha_1,23
buf_1,259
a211oi_1,119
buf_8,76
buf_6,304
or4_1,27
buf_4,226
o22ai_1,1404
nor3_1,46
and3_1,129
nand2_1,1675
o211ai_1,44
edfxtp_1,18400
a41oi_1,28
nand3_1,660
clkbuf_1,1078
nor2_1,1634
nor4_1,388
a21oi_1,462
nand4_1,155
a31oi_1,209
buf_2,260
o21ai_0,128
a221oi_1,238
## area by class of cell
| cell class | count | area share (%) |
|---|---|---|
| antenna | 553 | 0.172 |
| tap | 18900 | 2.93 |
| clock inverter | 1080 | 1.14 |
| inverter | 31 | 0.0151 |
| timing repair buffer | 3281 | 3.18 |
| clock buffer | 2314 | 6.16 |
| multi-input combinational | 14500 | 17.7 |
| sequential | 18400 | 68.7 |
## cell usage in the layout (no fill, tap or decap), types with 28 or more instances in the layout
master / n
clkdlybuf4s50_1: 33
nor2_1: 1604
a22oi_1: 920
diode_2: 553
nor4_1: 384
mux2i_1: 2960
o22ai_1: 1404
clkinv_2: 376
bufinv_16: 160
a221oi_1: 237
buf_4: 3181
clkinv_1: 476
and3_1: 127
nand4_1: 155
a211oi_1: 115
nand2_4: 66
clkbuf_1: 384
nor3_1: 37
clkinvlp_4: 28
a31oi_1: 205
buf_12: 55
nand2_1: 1607
a22o_1: 139
clkbuf_16: 1923
o21ai_0: 123
nand3_1: 659
mux4_2: 2833
a21oi_1: 462
o211ai_1: 44
edfxtp_1: 18400
## power breakdown
| group | internal [mW] | switching (mW) |
|---|---|---|
| Clock | 0.931 | 0.688 |
| Sequential | 2.04 | 0.00256 |
| Combinational | 0.327 | 0.935 |
| Total | 3.30 | 1.63 |
## logic make-up (layout without fill, tap and decap cells)
family                   count (synthesis)  in the layout  synth area share [%]
AND/OR/NAND/NOR                       4782           4782                  2.95
flip-flops                           18400          18400                  78.1
multiplexers                          5807           5807                  13.2
adder cells (fa/ha/maj)                 31             31                0.0589
AND-OR/OR-AND                         3865           3865                  3.72
other                                    0            553                     0
buffers and inverters                 2288           6706                  1.93
XOR/XNOR                                28             28                0.0346
## critical path, delay by kind of cell
family	cells	cell delay [ps]
AOI/OAI and AO/OA	7	2680
adders and majority gates	1	460
buffers and inverters	12	7100
muxes	1	650
and+or+nand+nor	8	3610
## state kept, by name, summed over array words and instances, names as in the netlist
register and count:
readRam 1, RAM 18432, colorOut 12
## metrics by stage
step | instance area (sq um) | util [%]
after global placement | 746000 | 52.7
after floorplan | 709000 | -
after global routing | 805000 | 56.9
after CTS | 805000 | 56.9
after detailed placement | 746000 | 52.7
final | 806000 | 57.0
## worst max path at each step
stage	start	endpoint
4_1_cts	vc[7]	colorOut[10]
6_report	vc[7]	colorOut[10]
5_1_grt	vc[7]	colorOut[10]
Power is estimated from default activity; no workload was simulated.
