==> design/flow/design.v <==
module ball #(parameter x_coords_width = 10,
              parameter y_coords_width = 10)
(
  input clk,
  input reset,
  input touching_paddle,
  input touching_wall,
  input [x_coords_width-1: 0] old_x,
  input [y_coords_width-1: 0] old_y,
  output logic [x_coords_width-1: 0] new_x,
  output logic [y_coords_width-1: 0] new_y
);
  reg x_speed_sign = 0;  
  reg y_speed_sign = 0;  
  always @(posedge clk) begin
    if(reset) begin
        x_speed_sign <= 0;
        y_speed_sign <= 0;
    end
    if (touching_paddle)
      x_speed_sign <= ~x_speed_sign;
    if (touching_wall)
      y_speed_sign <= ~y_speed_sign;
    if (x_speed_sign)
      new_x <= old_x + 1;  
    else
      new_x <= old_x - 1;
    if (y_speed_sign)
      new_y <= old_y + 1;
    else
      new_y <= old_y - 1;
  end
endmodule
==> design/flow/run.sh <==
#!/bin/bash
# OpenROAD 26Q1-2900-gdf79404cd8, Yosys 0.63+post, stock flow scripts
make -C /OpenROAD-flow-scripts/flow DESIGN_CONFIG=/design/flow/config.mk WORK_HOME=/design/flow/orfs finish
==> design/flow/config.mk <==
export PLATFORM = sky130hd
export DESIGN_NAME = ball
export DESIGN_NICKNAME = ball
export VERILOG_FILES = /design/flow/design.v
export SDC_FILE = /design/flow/constraint.sdc
export NUM_CORES = 4
export LEC_CHECK = 1
export CORE_AREA = 10 10 111 111
export DIE_AREA = 0 0 121 121
==> design/flow/constraint.sdc <==
current_design ball

set clk_period 3.1
set clk_io_pct 0.2

create_clock -name clk0 -period $clk_period [get_ports {clk}]

set non_clock_inputs [all_inputs -no_clocks]
set_input_delay [expr $clk_period * $clk_io_pct] -clock clk0 $non_clock_inputs
set_output_delay [expr $clk_period * $clk_io_pct] -clock clk0 [all_outputs]
==> deck_impl_summary.md <==
Run Summary

Clock network
  – Post-CTS setup repair buffer count: 0
  – CTS H-tree lvls: 1
  – Clk Tree Root Cell: clkbuf_8
  – CTS tree: yes
  – Clk buf depth: 2
  – Clk latency late pin: 0.26 ns
  – CTS buffer count: 3
  – Post-CTS sizing: 0
  – Clock sinks: 22
  – Clock-pin slew on the worst setup and hold paths: 0.08 ns
  – Hold Buf Count CTS: 0

Synth
  – Syn. warnings: 1
  – YS chip area: 0.00127 mm^2
  – Synth area leader: dfxtp_1
  – Synth top cell by count: dfxtp_1
  – Sequential area share after synthesis: 0.363
  – Unique cell types: 23
  – Predominant post-synthesis flop cell: dfxtp_1
  – #FFs+latches synth: 22
  – Synthesized area: about 0.0013 mm^2
  – Synth top area share: 0.316
  – Post-Syn Instances: about 120
  – Syn Area/Cell: 10.8 um^2
  – Number of enable flip-flop cells: 2
  – Yosys cell count: 118
  – Top cells by count: dfxtp_1 (20), xnor2_1 (18), ha_1 (16)
  – Post-synth area hogs: dfxtp_1 (32%), ha_1 (16%), xnor2_1 (12%), edfxtp_1 (4.7%), a2111oi_4 (4.3%)
  – Ys async rst share: 0

Power and ir drop
  – Sequential power share: 0.394
  – Leakage power: 0.776 nW
  – Pint: between 0.7 and 0.8 mW
  – Clock Power Share: 0.210
  – Net Sw Frac: 0.255
  – Net Sw Power: 0.250 mW
  – Peak VDD IR: about 0.16 mV
  – Gate power share: 0.395
  – Power Dens Cells: 509 mW/mm^2
  – Tot Pwr: 0.978 mW

Setup path
  – Worst path slowest cell: a2111oi_4
  – CP startpoint kind: input port
  – Critical path peak fanout: 5
  – WP buf/inv: 1
  – WS Path Type: input port to flip-flop
  – Critical path's largest stage delay: 0.41 ns
  – WP data required: 3.30 ns
  – CP cell instances: clkdlybuf4s50_1 > ha_1 > and3_4 > a2111oi_4 > o21ai_1 > a21oi_1 > xnor2_1
  – Arrival time worst endpoint: ~2.5 ns
  – Delay-heaviest family, CP: AND-OR/OR-AND gates
  – Crit. End Element: flip-flop

GRT
  – Global route overflow: 0
  – Total global-route track usage: 0.0427
  – Antenna violations before repair: 0
  – Vias in the first global route: 1006
  – Pin count of the biggest net entering global routing: 13
  – Global-route wire length before repair: 5.10 mm

Worst hold path
  – Hold Path Class: flip-flop to flip-flop

Floorplan
  – FP Rows: 36
  – Area of the die: roughly 0.015 mm^2
  – Die Span Y: 121 um
  – Die X: 121 um
  – Floorplan Utilization: 0.129
  – Top Ports: 44
  – CORE AREA: 0.00986 mm^2

Layout
  – Area Growth Syn to Fin: 51.4%
  – MI comb area: about 760 um^2
  – Layout cells sized above 1: 0.103
  – FF/Latch Area: 460 um^2
  – Filler Cell Count: 1074
  – Final cell count without fillers: slightly below 300

Timing
  – Fmax: 443 MHz
  – Slew Limit Fails: 0
  – Final setup violation count: 0
  – Worst slew pin tran: roughly 0.35 ns
  – Max-slew headroom: 0.769
  – Unrepaired setup endpoints after global routing: no
  – Fin Setup TNS: 0 ns
  – Clock period minus worst slack: 2.26 ns
  – Setup WS post-layout: 0.840 ns
  – Clock skew: 0.00148 ns
  – Final period util: 0.729
  – Final Hold Viols: 0

Routing
  – Remaining antenna violation count after routing: 0
  – Via density: between 3 and 4
  – First DRT Iteration DRCs: 32
  – Number of diodes: 0
  – DR DRC count: 0
  – DR vias: 944
  – Final wirelength: 3.16 mm
  – TritonRoute pass-1 iters: 3
  – WL/cell: 10.6 um

Job
  – OpenROAD warning count: 25
  – Max Cap Violations: 0

Placed design
  – Number of buffers added on ports: ~43
  – Post-Place Worst Slack: 0.564 ns
  – Final HPWL DP: 2.74 mm
  – Placed cell count: 294
  – GP Congestion: 0.793

Outcome
  – Status: finished clean
## stage by stage
step / hold WS (ns) / cell area (um^2) / util
finish: 0.675 / 1920 / 0.195
global route: 0.702 / 1920 / 0.195
CTS: 0.686 / 1920 / 0.195
detailed placement: 0.675 / 1870 / 0.189
global placement: 0.667 / 1870 / 0.189
floorplan: 0.610 / 1270 / -
## state kept, by name, summed over array words and instances, names as in the netlist
name / flops
y_speed_sign: 1
new_y: 10
new_x: 10
x_speed_sign: 1
## cell type report
type,count,share of cell area
inverter,12,0.0235
multi-input combinational,84,0.397
tap,133,0.0866
timing repair buffer,43,0.224
sequential,22,0.240
clock buffer,4,0.0287
## path summary, 6_finish.rpt
path	start	end	slack, ns	cells past startpoint
setup / recovery	old_y[4]	new_y[9]	0.84	7
hold / removal	y_speed_sign	y_speed_sign	0.68	1
setup reg to reg	x_speed_sign	new_x[9]	0.87	7
hold reg to reg	y_speed_sign	y_speed_sign	0.68	1
## cells in the final DEF (no fill, tap or decap)
master	n
or2_2	2
and2_1	1
nand3_1	2
o41ai_2	2
nor2_1	6
fa_1	2
o21bai_1	2
dfxtp_1	20
a21oi_1	10
nor3_1	2
edfxtp_1	2
nor2b_1	2
o21a_1	2
and2_4	1
xnor2_1	18
a21o_1	6
a2111oi_4	2
o21ai_1	2
clkdlybuf4s50_1	43
clkbuf_8	4
inv_1	12
and3_4	2
and3_2	2
a41o_2	2
ha_1	16
## routing by layer
layer  track usage  up-vias  wire length [um]
met3        0.0161        2               322
met4       0.00302        0                 7
met1        0.0534      405              1410
met2        0.0714       29              1410
met5             0        -                 0
li1              -      508                 -
## logic make-up (layout without fill, tap and decap cells)
kind of cell / count (synthesis) / after routing / share of synthesized area
adders and majority gates: 18 / 18 / 0.189
buffers and inverters: 12 / 59 / 0.0355
AOI/OAI and AO/OA: 28 / 28 / 0.193
and+or+nand+nor: 20 / 20 / 0.0947
DFF: 22 / 22 / 0.363
xor gates and xnor gates: 18 / 18 / 0.124
## power groups by stage
stage / logic, mW / registers (mW) / clock network, mW
after CTS: 0.399 / 0.390 / 0.221
after global routing: 0.433 / 0.394 / 0.233
final: 0.387 / 0.386 / 0.206
Power figures rest on the tool's default switching activity, not on a simulated workload.
